==> /design/flow/run.sh <==
#!/bin/bash
# OpenROAD 26Q1-2900-gdf79404cd8, Yosys 0.63+post, stock flow scripts
make -C /OpenROAD-flow-scripts/flow DESIGN_CONFIG=/design/flow/config.mk WORK_HOME=/design/flow/orfs finish
==> /design/flow/config.mk <==
export PLATFORM = sky130hd
export DESIGN_NAME = Fetch
export DESIGN_NICKNAME = Fetch
export VERILOG_FILES = /design/flow/design.v
export SDC_FILE = /design/flow/constraint.sdc
export NUM_CORES = 4
export LEC_CHECK = 1
export CORE_UTILIZATION = 30
==> /design/flow/constraint.sdc <==
current_design Fetch

set clk_period 2.6
set clk_io_pct 0.2

create_clock -name clk0 -period $clk_period [get_ports {clk}]
create_clock -name clk1 -period $clk_period [get_ports {cmdPush}]

set non_clock_inputs [all_inputs -no_clocks]
set_input_delay [expr $clk_period * $clk_io_pct] -clock clk0 $non_clock_inputs
set_output_delay [expr $clk_period * $clk_io_pct] -clock clk0 [all_outputs]
==> /design/flow/design.v <==
module Fetch (
    input wire clk,
    input wire nrst,
    input wire interrupt,
    input wire enable,
    input wire cmdPush,
    input wire [31:0] cmdIn,
    output reg [1:0] sysMode,
    output wire immEn,
    output wire [31:0] imm,
    output reg nextAlu,
    output reg nextWrite,
    output reg nextRead,
    output wire pcpp,
    output wire [2:0] aluOpCode,
    output wire aluSub,
    output wire cjmp,
    output wire crjmp,
    output wire [3:0] regIn1Addr,
    output wire [3:0] regIn2Addr,
    output wire [3:0] regOut1Addr,
    output wire [3:0] regOut2Addr
);
    reg state;
    reg step;
    reg interrupted;
    reg clearInterrupt;
    reg [31:0] cmdBuf;
    reg [31:0] cmd;
    reg pcppMusk;
    reg intMusk;
    wire interruptMusked;
    assign interruptMusked = interrupt & intMusk;
    assign pcpp = pcppMusk & enable;
    wire [4:0] opCode;
    assign opCode = cmd[28:24];
    wire [2:0] immMode;
    assign immMode = cmd[31:29];
    wire opNextAlu;
    wire opNextWrite;
    wire opNextRead;
    MUX16 #(.BITS(9)) decoder(
        .addr(opCode[3:0]),
        .in0  (9'b000_0_00_100),     
        .in1  (9'b000_1_00_100),     
        .in2  (9'b001_0_00_100),     
        .in3  (9'b010_0_00_100),     
        .in4  (9'b011_0_00_100),     
        .in5  (9'b100_0_00_100),     
        .in6  (9'b101_0_00_100),     
        .in7  (9'b110_0_00_100),     
        .in8  (9'b111_0_00_100),     
        .in9  (9'b000_0_10_100),     
        .in10 (9'b000_0_11_100),     
        .in11 (9'b000_0_00_010),     
        .in12 (9'b000_0_00_001),     
        .in13 (9'b000_0_00_100),     
        .in14 (9'b000_0_00_100),     
        .in15 (9'b000_0_00_100),     
        .out({aluOpCode,aluSub,cjmp,crjmp,opNextAlu,opNextWrite,opNextRead})    
    );
    assign regOut1Addr = (immMode==3'b000)?cmd[11:8]:4'd0;
    assign regIn2Addr = (immMode>3'b010)?4'd0:cmd[15:12];
    assign regOut2Addr = (immMode>3'b100)?cmd[23:20]:
                        (immMode>3'b010)?4'd0:
                        cmd[19:16];
    assign regIn1Addr = cjmp?4'd14:      
                        (immMode>3'b100)?4'd0:cmd[23:20];
    assign imm[11:0] = cmd[11:0];
    assign imm[15:12] = (immMode>3'b001)?cmd[15:12]:{(4){imm[11]}};
    assign imm[19:16] = (immMode>3'b010)?cmd[19:16]:{(4){imm[15]}};
    assign imm[31:20] = ((immMode==3'b110)|(immMode==3'b100))?12'b0:{(12){imm[19]}};
    assign immEn = ~(immMode==3'b000);
    initial begin
        sysMode = 2'b00;
        state = 1'b0;
        cmdBuf = 32'b0;
        cmd = 32'b0;
        nextAlu = 1'b0;
        nextWrite = 1'b0;
        nextRead = 1'b0;
        interrupted = 1'b0;
        clearInterrupt = 1'b0;
        intMusk = 1'b0;  
        pcppMusk = 1'b0;
        step = 1'b0;
    end
    always @(posedge clk or negedge nrst) begin
        if(~nrst) begin
            state = 1'b0;
            sysMode = 2'b00;
            cmd = 32'b0;
            clearInterrupt = 1'b0;
            pcppMusk = 1'b0;
        end
        else begin
            if(enable) begin
                step = 1'b1;
                if(~state) begin
                    if(~interrupted) begin
                        state = 1'b1;
                        sysMode = 2'b10;
                        if(~cjmp) begin
                            pcppMusk = 1'b1;
                        end
                    end
                    else begin
                        clearInterrupt = 1'b1;
                        cmd = 32'hC9_0_00002;   
                        sysMode = 2'b00;
                    end
                end
                else begin
                    state = 1'b0;
                    cmd = cmdBuf;
                    if((cmd[28:24]==5'd11)|(cmd[28:24]==5'd12)) begin    
                        sysMode = 2'b01;
                    end
                    else begin
                        sysMode = 2'b00;
                    end
                    if(cmd[28:24]==5'd13) begin
                        intMusk = cmd[0];
                    end
                end
            end
            else begin
                if(clearInterrupt) begin
                    clearInterrupt = 1'b0;        
                end
                if(pcppMusk) begin
                    pcppMusk = 1'b0;
                end
                if(step) begin
                    step = 1'b0;
                end
            end
        end
    end
    always @(posedge interruptMusked or posedge clearInterrupt or negedge nrst) begin
        if(~nrst) begin
            interrupted = 1'b0;
        end
        else if(clearInterrupt) begin
            interrupted = 1'b0;
        end
        else begin
            interrupted = 1'b1;
        end
    end
    always @(posedge cmdPush  or negedge nrst) begin
        if(~nrst) begin
            cmdBuf = 32'b0;
        end
        else begin
            cmdBuf = cmdIn;
        end
    end
    always @(negedge clk or negedge nrst) begin
        if(~nrst) begin
            nextAlu = 1'b0;
            nextWrite = 1'b0;
            nextRead = 1'b0;
        end
        else begin
            if(step) begin
                if(sysMode == 2'b10) begin
                    nextRead = 1'b1;
                end
                else begin
                    if(opNextAlu) begin
                        nextAlu = 1'b1;
                    end
                    if(opNextWrite) begin
                        nextWrite = 1'b1;
                    end
                    if(opNextRead) begin
                        nextRead = 1'b1;
                    end
                end
            end
            else begin
                if(nextAlu) begin
                    nextAlu = 1'b0;
                end
                if(nextWrite) begin
                    nextWrite = 1'b0;
                end
                if(nextRead) begin
                    nextRead = 1'b0;
                end
            end
        end
    end
endmodule
module MUX2 #(
    parameter BITS=32
) (
    input wire addr,
    input wire [BITS-1:0] in0,
    input wire [BITS-1:0] in1,
    output wire [BITS-1:0] out
);
    assign out[BITS-1:0] = addr?in1[BITS-1:0]:in0[BITS-1:0];
endmodule
module MUX4 #(
    parameter BITS=32
) (
    input wire [1:0] addr,
    input wire [BITS-1:0] in0,
    input wire [BITS-1:0] in1,
    input wire [BITS-1:0] in2,
    input wire [BITS-1:0] in3,
    output wire [BITS-1:0] out
);
    wire [BITS-1:0] sub0;
    wire [BITS-1:0] sub1;
    MUX2 #(.BITS(BITS)) subMux0 (.in0(in0), .in1(in1), .addr(addr[0]), .out(sub0));
    MUX2 #(.BITS(BITS)) subMux1 (.in0(in2), .in1(in3), .addr(addr[0]), .out(sub1));
    MUX2 #(.BITS(BITS)) subMux2 (.in0(sub0), .in1(sub1), .addr(addr[1]), .out(out));
endmodule
module MUX8 #(
    parameter BITS=32
) (
    input wire [2:0] addr,
    input wire [BITS-1:0] in0,
    input wire [BITS-1:0] in1,
    input wire [BITS-1:0] in2,
    input wire [BITS-1:0] in3,
    input wire [BITS-1:0] in4,
    input wire [BITS-1:0] in5,
    input wire [BITS-1:0] in6,
    input wire [BITS-1:0] in7,
    output wire [BITS-1:0] out
);
    wire [BITS-1:0] sub0;
    wire [BITS-1:0] sub1;
    MUX4 #(.BITS(BITS)) subMux0 (.in0(in0), .in1(in1), .in2(in2), .in3(in3), .addr(addr[1:0]), .out(sub0));
    MUX4 #(.BITS(BITS)) subMux1 (.in0(in4), .in1(in5), .in2(in6), .in3(in7), .addr(addr[1:0]), .out(sub1));
    MUX2 #(.BITS(BITS)) subMux2 (.in0(sub0), .in1(sub1), .addr(addr[2]), .out(out));
endmodule
module MUX16 #(
    parameter BITS=32
) (
    input wire [3:0] addr,
    input wire [BITS-1:0] in0,
    input wire [BITS-1:0] in1,
    input wire [BITS-1:0] in2,
    input wire [BITS-1:0] in3,
    input wire [BITS-1:0] in4,
    input wire [BITS-1:0] in5,
    input wire [BITS-1:0] in6,
    input wire [BITS-1:0] in7,
    input wire [BITS-1:0] in8,
    input wire [BITS-1:0] in9,
    input wire [BITS-1:0] in10,
    input wire [BITS-1:0] in11,
    input wire [BITS-1:0] in12,
    input wire [BITS-1:0] in13,
    input wire [BITS-1:0] in14,
    input wire [BITS-1:0] in15,
    output wire [BITS-1:0] out
);
    wire [BITS-1:0] sub0;
    wire [BITS-1:0] sub1;
    MUX8 #(.BITS(BITS)) subMux0 (
        .in0(in0), 
        .in1(in1), 
        .in2(in2), 
        .in3(in3), 
        .in4(in4), 
        .in5(in5), 
        .in6(in6), 
        .in7(in7), 
        .addr(addr[2:0]), 
        .out(sub0)
    );
    MUX8 #(.BITS(BITS)) subMux1 (
        .in0(in8), 
        .in1(in9), 
        .in2(in10), 
        .in3(in11), 
        .in4(in12), 
        .in5(in13), 
        .in6(in14), 
        .in7(in15), 
        .addr(addr[2:0]), 
        .out(sub1)
    );
    MUX2 #(.BITS(BITS)) subMux2 (.in0(sub0), .in1(sub1), .addr(addr[3]), .out(out));
endmodule
module DEMUX2 #(
    parameter BITS=32
) (
    input wire addr,
    input wire [BITS-1:0] in,
    output wire [BITS-1:0] out0,
    output wire [BITS-1:0] out1
);
    assign out0 = addr?{(BITS){1'b0}}:in;
    assign out1 = addr?in:{(BITS){1'b0}};
endmodule
module DEMUX4 #(
    parameter BITS=32
) (
    input wire [1:0] addr,
    input wire [BITS-1:0] in,
    output wire [BITS-1:0] out0,
    output wire [BITS-1:0] out1,
    output wire [BITS-1:0] out2,
    output wire [BITS-1:0] out3
);
    wire [BITS-1:0] sub0;
    wire [BITS-1:0] sub1;
    DEMUX2 #(.BITS(BITS)) subDemux0 (
        .addr(addr[0]),
        .in(sub0),
        .out0(out0),
        .out1(out1)
    );
    DEMUX2 #(.BITS(BITS)) subDemux1 (
        .addr(addr[0]),
        .in(sub1),
        .out0(out2),
        .out1(out3)
    );
    DEMUX2 #(.BITS(BITS)) subDemux2 (
        .addr(addr[1]),
        .in(in),
        .out0(sub0),
        .out1(sub1)
    );
endmodule
module DEMUX8 #(
    parameter BITS=32
) (
    input wire [2:0] addr,
    input wire [BITS-1:0] in,
    output wire [BITS-1:0] out0,
    output wire [BITS-1:0] out1,
    output wire [BITS-1:0] out2,
    output wire [BITS-1:0] out3,
    output wire [BITS-1:0] out4,
    output wire [BITS-1:0] out5,
    output wire [BITS-1:0] out6,
    output wire [BITS-1:0] out7
);
    wire [BITS-1:0] sub0;
    wire [BITS-1:0] sub1;
    DEMUX4 #(.BITS(BITS)) subDemux0 (
        .addr(addr[1:0]),
        .in(sub0),
        .out0(out0),
        .out1(out1),
        .out2(out2),
        .out3(out3)
    );
    DEMUX4 #(.BITS(BITS)) subDemux1 (
        .addr(addr[1:0]),
        .in(sub1),
        .out0(out4),
        .out1(out5),
        .out2(out6),
        .out3(out7)
    );
    DEMUX2 #(.BITS(BITS)) subDemux2 (
        .addr(addr[2]),
        .in(in),
        .out0(sub0),
        .out1(sub1)
    );
endmodule
module DEMUX16 #(
    parameter BITS=32
) (
    input wire [3:0] addr,
    input wire [BITS-1:0] in,
    output wire [BITS-1:0] out0,
    output wire [BITS-1:0] out1,
    output wire [BITS-1:0] out2,
    output wire [BITS-1:0] out3,
    output wire [BITS-1:0] out4,
    output wire [BITS-1:0] out5,
    output wire [BITS-1:0] out6,
    output wire [BITS-1:0] out7,
    output wire [BITS-1:0] out8,
    output wire [BITS-1:0] out9,
    output wire [BITS-1:0] out10,
    output wire [BITS-1:0] out11,
    output wire [BITS-1:0] out12,
    output wire [BITS-1:0] out13,
    output wire [BITS-1:0] out14,
    output wire [BITS-1:0] out15
);
    wire [BITS-1:0] sub0;
    wire [BITS-1:0] sub1;
    DEMUX8 #(.BITS(BITS)) subDemux0 (
        .addr(addr[2:0]),
        .in(sub0),
        .out0(out0),
        .out1(out1),
        .out2(out2),
        .out3(out3),
        .out4(out4),
        .out5(out5),
        .out6(out6),
        .out7(out7)
    );
    DEMUX8 #(.BITS(BITS)) subDemux1 (
        .addr(addr[2:0]),
        .in(sub1),
        .out0(out8),
        .out1(out9),
        .out2(out10),
        .out3(out11),
        .out4(out12),
        .out5(out13),
        .out6(out14),
        .out7(out15)
    );
    DEMUX2 #(.BITS(BITS)) subDemux2 (
        .addr(addr[3]),
        .in(in),
        .out0(sub0),
        .out1(sub1)
    );
endmodule
==> flow_summary.ini <==
; yosys + openroad results
[placed_design]
gp_congestion = 0.7567
dp_worst_setup_slack_ps = -73.65
io_buffers = 96
hpwlAfterDp_um = 4615

[power_and_ir_drop]
power_density_nw_per_um2 = 643.6
peakVddDrop_v = 0.0003907
total_power_mw = 2.670
p_leak_nw = 1.828

[die]
io_pins = 98
die-area_um2 = 10410
fp_util = 0.3086
num_rows = 36
core_area_um2 = 9729
die_y_um = 102.0
die_width_um = 102.0

[grt]
grt_pass1_wl_um = 10140
use_met3 = 0.04798
gr-total-overflow = 0
top_usage_layer = met1
grt_pass1_vias = 1886
grt_antenna_before_repair = 0
grt_max_degree = 45
gr-usage-all-layers = 0.1338
grt_util_met1 = 0.2226
gr-usage-met2 = 0.1771

[run]
maxCapViolations = 0
openroad.warnings = 32

[timing]
setup_ws_ps = -9.608
setup_viol = 3
drv_slew = 0
rsz0062_at_grt = yes
final-hold-violation-count = 0
unclocked_regs = 1
tightest_slew_ps = 783.8
max_slew_margin = 0.4755
skew_ps = 9.500

[worst_setup_path]
cp_cell_sequence = buf_2
endpoint_kind = output pin
cp_slowest_stage_delay_ps = 400
start_kind = register
path_delay_family = flip-flops
critPathKind = register to output pin
path_max_fanout = 2
cp_num_buf_inv = 1
cp.arrival_ps = 2090
cp.required_ps = 2080
cpMaxStageDelayCell = dfrtn_1

[clock_network]
cts_tree = done
cts_hold_buf = 0
clk_pin_slew_ps = 90

[finish]
area_growth_pct = 38.17
drive_gt1_frac = 0.1157
utilization = 0.4264

[drt]
routed_via_density = 4.472
drc = 0
wl_um = 6685
via_count = 2102
wl_per_cell_um = 14.22
firstDrtPassIters = 4
antennaDiodeCount = 0
drtIter0Drc = 82
ant_nets = 0

[yosys]
ys_ff = 73
yosysSeqAreaShare = 0.6117
avgSynthCellArea_um2 = 12.11
ys_cells = 248
synth_cell_types = 37
syn_area_um2 = 3003
yosys.stat.chipArea_um2 = 3003
yosysWarningCount = 1
postSynthCellCount = 248

[run_status]
violations = setup timing
status = finished, violations left

[min_path]
hold_path_class = primary input to async pin
-- path summary, 6_finish.rpt --
| path | slack [ps] | cells past startpoint | endpoint | startpoint |
|---|---|---|---|---|
| max | -10 | 1 | nextRead | nextRead |
| min | 150 | 1 | cmd[7] | nrst |
| max reg2reg | 100 | 5 | nextAlu | cmd[25] |
| min reg2reg | 440 | 1 | cmd[13] | cmdBuf[13] |
| max in group asynchronous | 950 | 1 | nextAlu | nrst |
| max in group clk1 | 1820 | 1 | cmdBuf[27] | cmdIn[27] |
| min in group clk0 | 440 | 1 | cmd[13] | cmdBuf[13] |
| min in group clk1 | 670 | 1 | cmdBuf[0] | cmdIn[0] |
-- sequential cells by signal, indices dropped and copies added, names as in the netlist --
signal,cells
cmdBuf,32
step,1
nextAlu,1
cmd,31
interrupted,1
nextWrite,1
clearInterrupt,1
intMusk,1
pcppMusk,1
nextRead,1
sysMode,2
-- metrics by stage --
| step | area, um^2 | setup TNS [ps] | hold slack, ps | cells |
|---|---|---|---|---|
| floorplan | 3003 | 0 | 224.4 | 248 |
| global placement | 3936 | -182.2 | 447.5 | 451 |
| detailed placement | 3936 | -200.5 | 452.1 | 451 |
| CTS | 4131 | -50.35 | 151.8 | 469 |
| global route | 4149 | -131.0 | 163.5 | 470 |
| finish | 4149 | -21.45 | 148.9 | 470 |
-- per-layer routing --
layer  vias up  wire length (um)
li1        998                 -
met1      1006              3286
met2        89              2733
met3         9               575
met4         0                89
met5         -                 0
-- cell usage after synthesis --
master	instances	area, um^2
nand2b_1	2	12.51
conb_1	1	3.750
nand3_1	1	5.000
o22ai_1	2	12.51
nor2b_1	6	37.54
a21oi_1	5	25.02
and3_1	1	6.260
nor3b_1	1	7.510
or3b_1	1	8.760
nand2_1	18	67.56
mux2i_1	4	40.04
a311oi_1	1	8.760
a22o_1	29	254.0
buf_6	4	45.04
o21a_1	2	15.01
and2_4	1	8.760
nand4b_1	1	8.760
or2_2	1	6.260
clkbuf_1	1	3.750
ha_1	5	62.56
nor3_1	1	5.000
a31oi_1	2	12.51
and2_1	11	68.82
dfrtn_1	3	75.07
dfrtp_1	68	1702
a21oi_2	1	8.760
buf_2	6	30.03
buf_4	25	187.7
o21ai_0	8	40.04
and3b_1	1	8.760
edfxtp_1	2	60.06
nand3b_1	2	15.01
nor2_1	17	63.81
o21ai_4	1	16.27
o22a_1	4	35.03
o21ai_1	1	5.000
inv_1	8	30.03
-- kinds of logic (layout without fill, tap and decap cells) --
logic type,count (synthesis),after routing,synth area share
and+or+nand+nor,65,65,0.1100
other,1,1,0.001249
muxes,4,4,0.01333
buffers and inverters,44,133,0.09875
DFF,73,73,0.6117
AOI/OAI and AO/OA,56,56,0.1442
adders and majority gates,5,5,0.02083
-- area by class of cell --
class	instances	area (um^2)
fillers	903	5580
flip-flops and latches	73	1838
repair buffers	109	1041
multi-input cells	131	878.3
well taps	133	166.4
clock buffers	11	141.4
clock inverters	5	53.80
inverters	8	30.03
-- cells in the final DEF (no fill, tap or decap), types with 2 or more instances in the layout --
cell type	netlist	routed
mux2i_1	4	4
nor2_1	17	17
edfxtp_1	2	2
and2_1	11	11
dfrtn_1	3	3
o21a_1	2	2
nor2b_1	6	6
o22ai_1	2	2
clkinv_2	0	3
o21ai_0	8	8
nand3b_1	2	2
nand2b_1	2	2
o22a_1	4	4
buf_2	6	3
buf_4	25	14
inv_1	8	8
nand2_1	18	18
a22o_1	29	29
a31oi_1	2	2
a21oi_1	5	4
dfrtp_1	68	67
clkbuf_8	0	10
clkdlybuf4s50_1	0	92
a21oi_2	1	2
ha_1	5	5
-- power breakdown --
| group | leakage (nW) | internal (mW) | switching, mW |
|---|---|---|---|
| Combinational | 0.841 | 0.318 | 0.163 |
| Clock | 0.103 | 0.472 | 0.430 |
| Sequential | 0.885 | 1.21 | 0.0744 |
| Total | 1.83 | 2.00 | 0.668 |
-- what timing repair did --
item	4_1_cts	5_1_grt
gates resized	9	3
cloned	0	0
pin swaps	0	1
setup endpoints to repair	3	18
endpoints found under the hold margin	0	0
buffers inserted	2	1
Power and IR drop assume default switching activity.
