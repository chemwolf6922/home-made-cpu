$ cat run.sh
#!/bin/bash
# OpenROAD 26Q1-2900-gdf79404cd8, Yosys 0.63+post, stock flow scripts
make -C /OpenROAD-flow-scripts/flow DESIGN_CONFIG=/design/flow/config.mk WORK_HOME=/design/flow/orfs finish
$ cat config.mk
export PLATFORM = sky130hd
export DESIGN_NAME = SysMux
export DESIGN_NICKNAME = SysMux
export VERILOG_FILES = /design/flow/design.v
export SDC_FILE = /design/flow/constraint.sdc
export NUM_CORES = 4
export LEC_CHECK = 1
export CORE_AREA = 10 10 193 193
export DIE_AREA = 0 0 203 203
$ cat constraint.sdc
current_design SysMux

set clk_period 11.5
set clk_io_pct 0.2

create_clock -name clk0 -period $clk_period

set non_clock_inputs [all_inputs -no_clocks]
set_input_delay [expr $clk_period * $clk_io_pct] -clock clk0 $non_clock_inputs
set_output_delay [expr $clk_period * $clk_io_pct] -clock clk0 [all_outputs]
$ cat design.v
module MUX2 #(
    parameter BITS=32
) (
    input wire addr,
    input wire [BITS-1:0] in0,
    input wire [BITS-1:0] in1,
    output wire [BITS-1:0] out
);
    assign out[BITS-1:0] = addr?in1[BITS-1:0]:in0[BITS-1:0];
endmodule
module MUX4 #(
    parameter BITS=32
) (
    input wire [1:0] addr,
    input wire [BITS-1:0] in0,
    input wire [BITS-1:0] in1,
    input wire [BITS-1:0] in2,
    input wire [BITS-1:0] in3,
    output wire [BITS-1:0] out
);
    wire [BITS-1:0] sub0;
    wire [BITS-1:0] sub1;
    MUX2 #(.BITS(BITS)) subMux0 (.in0(in0), .in1(in1), .addr(addr[0]), .out(sub0));
    MUX2 #(.BITS(BITS)) subMux1 (.in0(in2), .in1(in3), .addr(addr[0]), .out(sub1));
    MUX2 #(.BITS(BITS)) subMux2 (.in0(sub0), .in1(sub1), .addr(addr[1]), .out(out));
endmodule
module MUX8 #(
    parameter BITS=32
) (
    input wire [2:0] addr,
    input wire [BITS-1:0] in0,
    input wire [BITS-1:0] in1,
    input wire [BITS-1:0] in2,
    input wire [BITS-1:0] in3,
    input wire [BITS-1:0] in4,
    input wire [BITS-1:0] in5,
    input wire [BITS-1:0] in6,
    input wire [BITS-1:0] in7,
    output wire [BITS-1:0] out
);
    wire [BITS-1:0] sub0;
    wire [BITS-1:0] sub1;
    MUX4 #(.BITS(BITS)) subMux0 (.in0(in0), .in1(in1), .in2(in2), .in3(in3), .addr(addr[1:0]), .out(sub0));
    MUX4 #(.BITS(BITS)) subMux1 (.in0(in4), .in1(in5), .in2(in6), .in3(in7), .addr(addr[1:0]), .out(sub1));
    MUX2 #(.BITS(BITS)) subMux2 (.in0(sub0), .in1(sub1), .addr(addr[2]), .out(out));
endmodule
module MUX16 #(
    parameter BITS=32
) (
    input wire [3:0] addr,
    input wire [BITS-1:0] in0,
    input wire [BITS-1:0] in1,
    input wire [BITS-1:0] in2,
    input wire [BITS-1:0] in3,
    input wire [BITS-1:0] in4,
    input wire [BITS-1:0] in5,
    input wire [BITS-1:0] in6,
    input wire [BITS-1:0] in7,
    input wire [BITS-1:0] in8,
    input wire [BITS-1:0] in9,
    input wire [BITS-1:0] in10,
    input wire [BITS-1:0] in11,
    input wire [BITS-1:0] in12,
    input wire [BITS-1:0] in13,
    input wire [BITS-1:0] in14,
    input wire [BITS-1:0] in15,
    output wire [BITS-1:0] out
);
    wire [BITS-1:0] sub0;
    wire [BITS-1:0] sub1;
    MUX8 #(.BITS(BITS)) subMux0 (
        .in0(in0), 
        .in1(in1), 
        .in2(in2), 
        .in3(in3), 
        .in4(in4), 
        .in5(in5), 
        .in6(in6), 
        .in7(in7), 
        .addr(addr[2:0]), 
        .out(sub0)
    );
    MUX8 #(.BITS(BITS)) subMux1 (
        .in0(in8), 
        .in1(in9), 
        .in2(in10), 
        .in3(in11), 
        .in4(in12), 
        .in5(in13), 
        .in6(in14), 
        .in7(in15), 
        .addr(addr[2:0]), 
        .out(sub1)
    );
    MUX2 #(.BITS(BITS)) subMux2 (.in0(sub0), .in1(sub1), .addr(addr[3]), .out(out));
endmodule
module DEMUX2 #(
    parameter BITS=32
) (
    input wire addr,
    input wire [BITS-1:0] in,
    output wire [BITS-1:0] out0,
    output wire [BITS-1:0] out1
);
    assign out0 = addr?{(BITS){1'b0}}:in;
    assign out1 = addr?in:{(BITS){1'b0}};
endmodule
module DEMUX4 #(
    parameter BITS=32
) (
    input wire [1:0] addr,
    input wire [BITS-1:0] in,
    output wire [BITS-1:0] out0,
    output wire [BITS-1:0] out1,
    output wire [BITS-1:0] out2,
    output wire [BITS-1:0] out3
);
    wire [BITS-1:0] sub0;
    wire [BITS-1:0] sub1;
    DEMUX2 #(.BITS(BITS)) subDemux0 (
        .addr(addr[0]),
        .in(sub0),
        .out0(out0),
        .out1(out1)
    );
    DEMUX2 #(.BITS(BITS)) subDemux1 (
        .addr(addr[0]),
        .in(sub1),
        .out0(out2),
        .out1(out3)
    );
    DEMUX2 #(.BITS(BITS)) subDemux2 (
        .addr(addr[1]),
        .in(in),
        .out0(sub0),
        .out1(sub1)
    );
endmodule
module DEMUX8 #(
    parameter BITS=32
) (
    input wire [2:0] addr,
    input wire [BITS-1:0] in,
    output wire [BITS-1:0] out0,
    output wire [BITS-1:0] out1,
    output wire [BITS-1:0] out2,
    output wire [BITS-1:0] out3,
    output wire [BITS-1:0] out4,
    output wire [BITS-1:0] out5,
    output wire [BITS-1:0] out6,
    output wire [BITS-1:0] out7
);
    wire [BITS-1:0] sub0;
    wire [BITS-1:0] sub1;
    DEMUX4 #(.BITS(BITS)) subDemux0 (
        .addr(addr[1:0]),
        .in(sub0),
        .out0(out0),
        .out1(out1),
        .out2(out2),
        .out3(out3)
    );
    DEMUX4 #(.BITS(BITS)) subDemux1 (
        .addr(addr[1:0]),
        .in(sub1),
        .out0(out4),
        .out1(out5),
        .out2(out6),
        .out3(out7)
    );
    DEMUX2 #(.BITS(BITS)) subDemux2 (
        .addr(addr[2]),
        .in(in),
        .out0(sub0),
        .out1(sub1)
    );
endmodule
module DEMUX16 #(
    parameter BITS=32
) (
    input wire [3:0] addr,
    input wire [BITS-1:0] in,
    output wire [BITS-1:0] out0,
    output wire [BITS-1:0] out1,
    output wire [BITS-1:0] out2,
    output wire [BITS-1:0] out3,
    output wire [BITS-1:0] out4,
    output wire [BITS-1:0] out5,
    output wire [BITS-1:0] out6,
    output wire [BITS-1:0] out7,
    output wire [BITS-1:0] out8,
    output wire [BITS-1:0] out9,
    output wire [BITS-1:0] out10,
    output wire [BITS-1:0] out11,
    output wire [BITS-1:0] out12,
    output wire [BITS-1:0] out13,
    output wire [BITS-1:0] out14,
    output wire [BITS-1:0] out15
);
    wire [BITS-1:0] sub0;
    wire [BITS-1:0] sub1;
    DEMUX8 #(.BITS(BITS)) subDemux0 (
        .addr(addr[2:0]),
        .in(sub0),
        .out0(out0),
        .out1(out1),
        .out2(out2),
        .out3(out3),
        .out4(out4),
        .out5(out5),
        .out6(out6),
        .out7(out7)
    );
    DEMUX8 #(.BITS(BITS)) subDemux1 (
        .addr(addr[2:0]),
        .in(sub1),
        .out0(out8),
        .out1(out9),
        .out2(out10),
        .out3(out11),
        .out4(out12),
        .out5(out13),
        .out6(out14),
        .out7(out15)
    );
    DEMUX2 #(.BITS(BITS)) subDemux2 (
        .addr(addr[3]),
        .in(in),
        .out0(sub0),
        .out1(sub1)
    );
endmodule
module SysMux (
    input wire [1:0] mode,
    input wire immEn,
    output wire [31:0] regIn1,
    output wire [31:0] regIn2,
    input wire [31:0] regOut1,
    input wire [31:0] regOut2,
    input wire [31:0] regPc,
    output wire regPush,
    output wire [31:0] fetchIn,
    input wire [31:0] fetchImm,
    output wire fetchPush,
    input wire [31:0] aluOut1,
    input wire [31:0] aluOut2,
    output wire [31:0] aluIn1,
    output wire [31:0] aluIn2,
    output wire [31:0] aluPc,
    input wire aluPush,
    input wire [31:0] memQ,
    output wire [31:0] memAddr,
    output wire [31:0] memData,
    input wire memPush
);
    wire [31:0] imm1MuxOut;
    wire [31:0] imm2MuxOut;
    MUX2 #(.BITS(32)) imm1Mux(
        .addr(immEn),
        .in0(regOut1),
        .in1(fetchImm),
        .out(imm1MuxOut)
    );
    MUX2 #(.BITS(32)) imm2Mux(
        .addr(immEn),
        .in0(regOut1),
        .in1(fetchImm),
        .out(imm2MuxOut)
    );
    MUX4 #(.BITS(32)) memAddrMux(
        .addr(mode),
        .in0(32'b0),
        .in1(imm2MuxOut),
        .in2(regPc),
        .in3(32'b0),
        .out(memAddr)
    );
    MUX4 #(.BITS(32)) memDataMux(
        .addr(mode),
        .in0(32'b0),
        .in1(regOut2),
        .in2(32'b0),
        .in3(32'b0),
        .out(memData)
    );
    MUX4 #(.BITS(32)) fetchInMux(
        .addr(mode),
        .in0(32'b0),
        .in1(32'b0),
        .in2(memQ),
        .in3(32'b0),
        .out(fetchIn)
    );
    MUX4 #(.BITS(1)) fetchPushMux(
        .addr(mode),
        .in0(1'b0),
        .in1(1'b0),
        .in2(memPush),
        .in3(1'b0),
        .out(fetchPush)
    );
    MUX4 #(.BITS(32)) aluIn1Mux(
        .addr(mode),
        .in0(imm1MuxOut),
        .in1(32'b0),
        .in2(32'b0),
        .in3(32'b0),
        .out(aluIn1)
    );
    MUX4 #(.BITS(32)) aluIn2Mux(
        .addr(mode),
        .in0(regOut2),
        .in1(32'b0),
        .in2(32'b0),
        .in3(32'b0),
        .out(aluIn2)
    );
    MUX4 #(.BITS(32)) aluPcMux(
        .addr(mode),
        .in0(regPc),
        .in1(32'b0),
        .in2(32'b0),
        .in3(32'b0),
        .out(aluPc)
    );
    MUX4 #(.BITS(1)) regPushMux(
        .addr(mode),
        .in0(aluPush),
        .in1(memPush),
        .in2(1'b0),
        .in3(1'b0),
        .out(regPush)
    );
    MUX4 #(.BITS(32)) regIn1Mux(
        .addr(mode),
        .in0(aluOut1),
        .in1(memQ),
        .in2(32'b0),
        .in3(32'b0),
        .out(regIn1)
    );
    MUX4 #(.BITS(32)) regIn2Mux(
        .addr(mode),
        .in0(aluOut2),
        .in1(32'b0),
        .in2(32'b0),
        .in3(32'b0),
        .out(regIn2)
    );
endmodule
==> impl_metrics.ini <==
; yosys + openroad results
[floorplan]
die_x_um = 203
dieArea_um2 = 41200
num_rows = 66
core_util_floorplan_pct = 8.17
io_pins = 487
core_area_um2 = 32800
die_h_um = 203

[global_routing]
antenna_found_initial = 0
grt_pass1_vias = 4548
grt_pass1_wl_mm = 31.7
grt_overflow_total = 0
grt_max_degree = 77
grt_usage_pct = 10.1

[job]
warnings = 32
cap_violations = 0

[synth]
synth_cell_type_count = 16
yosys-stat-cells = 367
ys_warn_count = 0
synth_cells = 367
yosys_area_um2 = 2680
ys_seq_share_pct = 0
avgSynthCellArea_um2 = 7.30
syn_area_um2 = 2680

[detailed_routing]
vias_per_cell = 3.36
wl_met2_mm = 11.9
top_layer = met4
num_vias = 4249
drtIter0Drc = 128
antenna_cells = 0
m1WireLength_mm = 8.82
ant_nets = 0
wirelength_mm = 22.7
wl_met3_mm = 1.98
wl_per_cell_um = 18.0
drc = 0
first_pass_iters = 4

[cells_and_area]
n_clock_buffer = 0
seq_cell_count = 0
seq_area_um2 = 0
logic_area_um2 = 2410
final_common_cell = clkdlybuf4s50_1
instances_no_fill = 1265
n_fill_cell = 3574
area_delta_synth_final_pct = 194
drive_gt1_share_pct = 5.35
final_cell_mix = clkdlybuf4s50_1 (485), and2_1 (161), mux2i_1 (65), nor2_1 (65), o2bb2ai_2 (30)

[sta]
setup_tns_ns = 0
maxSlewHeadroom_pct = 45.8
rsz0062_at_grt = no
final_max_slew_viol_count = 0
clock.fmax_mhz = 133
tightest_slew_ns = 0.813
setup_viol = 0
hold_violations = 0
fin_crit_sh_pct = 65.5
period_minus_slack_ns = 7.53

[setup_path]
worstSetupStartpointType = primary input
critPathCaptureType = output pin
crit_fanout = 44
cp.arrival_ns = 5.23
required_ns = 9.20
critPathKind = in -> out

[power]
powerDensity_nw_per_um2 = 30.8
leakagePower_nw = 2.94
ir_worst_vdd_v = 0.0000173

[cts]
hold_buffers = 0
post_cts_buffers = 0
cts.repair.resized = 0

[placement]
dp_hpwl_mm = 19.7
gp_congestion = 0.888
place_inst = 1265
io_buffers = 487

[worst_hold_path]
hold_path.class = in -> out

[outcome]
status = finished clean
## where the power goes
part           internal, mW  switching (mW)
clock                     0               0
sequential                0               0
combinational         0.168          0.0748
## logic make-up after synthesis
| family | count (synthesis) | share of synthesized area, % |
|---|---|---|
| and+or+nand+nor | 231 | 48.3 |
| AOI/OAI and AO/OA | 32 | 17.5 |
| muxes | 65 | 24.3 |
| buffers and inverters | 39 | 9.99 |
## cells in the mapped netlist
cell type	instances	area [um^2]
or2_1	1	6.26
buf_2	9	45.0
nand2b_2	1	8.76
nor2b_2	1	8.76
nor2_1	65	244
buf_4	6	45.0
mux2i_1	65	651
and2b_1	1	7.51
buf_6	6	67.6
clkbuf_2	7	35.0
buf_8	3	45.0
o2bb2ai_2	30	450
o2bb2ai_1	2	17.5
and2_1	161	1010
nor2_4	1	11.3
clkbuf_1	8	30.0
## area by class of cell
class	count	share of cell area (%)
repair buffers	495	62.4
multi-input cells	328	30.6
well taps	442	7.01
## critical path: stages
cell             delay [ns]
clkdlybuf4s50_1        0.51
buf_4                  0.40
and2b_2                0.77
buf_4                  0.51
o2bb2ai_1              0.17
clkdlybuf4s50_1        0.49
## final timing paths
check,from,to,slack (ns),cells after the start
max,mode[1],memAddr[0],3.97,6
min,aluOut2[8],regIn2[8],5.52,3
## metal layers
metal  track usage (%)  vias to the layer above
met3              3.25                        6
met5                 0                        -
li1                  -                     2122
met2              19.0                      234
met1              11.5                     1887
met4             0.293                        0
## metrics by stage
step | cell area [um^2] | power [mW] | utilization [%] | setup slack (ns) | hold slack, ns
2_1_floorplan | 2680 | 0.0614 | - | 6.19 | 4.66
3_3_place_gp | 7890 | 0.248 | 24.1 | 3.95 | 5.52
3_5_place_dp | 7890 | 0.247 | 24.1 | 3.95 | 5.52
4_1_cts | 7890 | 0.249 | 24.1 | 3.94 | 5.52
5_1_grt | 7890 | 0.262 | 24.1 | 3.81 | 5.55
6_report | 7890 | 0.243 | 24.1 | 3.97 | 5.52
Power figures rest on the tool's default switching activity, not on a simulated workload.
