`design/flow/constraint.sdc`:
```
current_design DEMUX16

set clk_period 1.1
set clk_io_pct 0.2

create_clock -name clk0 -period $clk_period

set non_clock_inputs [all_inputs -no_clocks]
set_input_delay [expr $clk_period * $clk_io_pct] -clock clk0 $non_clock_inputs
set_output_delay [expr $clk_period * $clk_io_pct] -clock clk0 [all_outputs]
```
`design/flow/config.mk`:
```
export PLATFORM = sky130hd
export DESIGN_NAME = DEMUX16
export DESIGN_NICKNAME = DEMUX16
export VERILOG_FILES = /design/flow/design.v
export SDC_FILE = /design/flow/constraint.sdc
export NUM_CORES = 4
export LEC_CHECK = 1
export CORE_AREA = 10 10 216 216
export DIE_AREA = 0 0 226 226
```
`design/flow/run.sh`:
```
#!/bin/bash
# OpenROAD 26Q1-2900-gdf79404cd8, Yosys 0.63+post, stock flow scripts
make -C /OpenROAD-flow-scripts/flow DESIGN_CONFIG=/design/flow/config.mk WORK_HOME=/design/flow/orfs finish
```
`design/flow/design.v`:
```
module MUX2 #(
    parameter BITS=32
) (
    input wire addr,
    input wire [BITS-1:0] in0,
    input wire [BITS-1:0] in1,
    output wire [BITS-1:0] out
);
    assign out[BITS-1:0] = addr?in1[BITS-1:0]:in0[BITS-1:0];
endmodule
module MUX4 #(
    parameter BITS=32
) (
    input wire [1:0] addr,
    input wire [BITS-1:0] in0,
    input wire [BITS-1:0] in1,
    input wire [BITS-1:0] in2,
    input wire [BITS-1:0] in3,
    output wire [BITS-1:0] out
);
    wire [BITS-1:0] sub0;
    wire [BITS-1:0] sub1;
    MUX2 #(.BITS(BITS)) subMux0 (.in0(in0), .in1(in1), .addr(addr[0]), .out(sub0));
    MUX2 #(.BITS(BITS)) subMux1 (.in0(in2), .in1(in3), .addr(addr[0]), .out(sub1));
    MUX2 #(.BITS(BITS)) subMux2 (.in0(sub0), .in1(sub1), .addr(addr[1]), .out(out));
endmodule
module MUX8 #(
    parameter BITS=32
) (
    input wire [2:0] addr,
    input wire [BITS-1:0] in0,
    input wire [BITS-1:0] in1,
    input wire [BITS-1:0] in2,
    input wire [BITS-1:0] in3,
    input wire [BITS-1:0] in4,
    input wire [BITS-1:0] in5,
    input wire [BITS-1:0] in6,
    input wire [BITS-1:0] in7,
    output wire [BITS-1:0] out
);
    wire [BITS-1:0] sub0;
    wire [BITS-1:0] sub1;
    MUX4 #(.BITS(BITS)) subMux0 (.in0(in0), .in1(in1), .in2(in2), .in3(in3), .addr(addr[1:0]), .out(sub0));
    MUX4 #(.BITS(BITS)) subMux1 (.in0(in4), .in1(in5), .in2(in6), .in3(in7), .addr(addr[1:0]), .out(sub1));
    MUX2 #(.BITS(BITS)) subMux2 (.in0(sub0), .in1(sub1), .addr(addr[2]), .out(out));
endmodule
module MUX16 #(
    parameter BITS=32
) (
    input wire [3:0] addr,
    input wire [BITS-1:0] in0,
    input wire [BITS-1:0] in1,
    input wire [BITS-1:0] in2,
    input wire [BITS-1:0] in3,
    input wire [BITS-1:0] in4,
    input wire [BITS-1:0] in5,
    input wire [BITS-1:0] in6,
    input wire [BITS-1:0] in7,
    input wire [BITS-1:0] in8,
    input wire [BITS-1:0] in9,
    input wire [BITS-1:0] in10,
    input wire [BITS-1:0] in11,
    input wire [BITS-1:0] in12,
    input wire [BITS-1:0] in13,
    input wire [BITS-1:0] in14,
    input wire [BITS-1:0] in15,
    output wire [BITS-1:0] out
);
    wire [BITS-1:0] sub0;
    wire [BITS-1:0] sub1;
    MUX8 #(.BITS(BITS)) subMux0 (
        .in0(in0), 
        .in1(in1), 
        .in2(in2), 
        .in3(in3), 
        .in4(in4), 
        .in5(in5), 
        .in6(in6), 
        .in7(in7), 
        .addr(addr[2:0]), 
        .out(sub0)
    );
    MUX8 #(.BITS(BITS)) subMux1 (
        .in0(in8), 
        .in1(in9), 
        .in2(in10), 
        .in3(in11), 
        .in4(in12), 
        .in5(in13), 
        .in6(in14), 
        .in7(in15), 
        .addr(addr[2:0]), 
        .out(sub1)
    );
    MUX2 #(.BITS(BITS)) subMux2 (.in0(sub0), .in1(sub1), .addr(addr[3]), .out(out));
endmodule
module DEMUX2 #(
    parameter BITS=32
) (
    input wire addr,
    input wire [BITS-1:0] in,
    output wire [BITS-1:0] out0,
    output wire [BITS-1:0] out1
);
    assign out0 = addr?{(BITS){1'b0}}:in;
    assign out1 = addr?in:{(BITS){1'b0}};
endmodule
module DEMUX4 #(
    parameter BITS=32
) (
    input wire [1:0] addr,
    input wire [BITS-1:0] in,
    output wire [BITS-1:0] out0,
    output wire [BITS-1:0] out1,
    output wire [BITS-1:0] out2,
    output wire [BITS-1:0] out3
);
    wire [BITS-1:0] sub0;
    wire [BITS-1:0] sub1;
    DEMUX2 #(.BITS(BITS)) subDemux0 (
        .addr(addr[0]),
        .in(sub0),
        .out0(out0),
        .out1(out1)
    );
    DEMUX2 #(.BITS(BITS)) subDemux1 (
        .addr(addr[0]),
        .in(sub1),
        .out0(out2),
        .out1(out3)
    );
    DEMUX2 #(.BITS(BITS)) subDemux2 (
        .addr(addr[1]),
        .in(in),
        .out0(sub0),
        .out1(sub1)
    );
endmodule
module DEMUX8 #(
    parameter BITS=32
) (
    input wire [2:0] addr,
    input wire [BITS-1:0] in,
    output wire [BITS-1:0] out0,
    output wire [BITS-1:0] out1,
    output wire [BITS-1:0] out2,
    output wire [BITS-1:0] out3,
    output wire [BITS-1:0] out4,
    output wire [BITS-1:0] out5,
    output wire [BITS-1:0] out6,
    output wire [BITS-1:0] out7
);
    wire [BITS-1:0] sub0;
    wire [BITS-1:0] sub1;
    DEMUX4 #(.BITS(BITS)) subDemux0 (
        .addr(addr[1:0]),
        .in(sub0),
        .out0(out0),
        .out1(out1),
        .out2(out2),
        .out3(out3)
    );
    DEMUX4 #(.BITS(BITS)) subDemux1 (
        .addr(addr[1:0]),
        .in(sub1),
        .out0(out4),
        .out1(out5),
        .out2(out6),
        .out3(out7)
    );
    DEMUX2 #(.BITS(BITS)) subDemux2 (
        .addr(addr[2]),
        .in(in),
        .out0(sub0),
        .out1(sub1)
    );
endmodule
module DEMUX16 #(
    parameter BITS=32
) (
    input wire [3:0] addr,
    input wire [BITS-1:0] in,
    output wire [BITS-1:0] out0,
    output wire [BITS-1:0] out1,
    output wire [BITS-1:0] out2,
    output wire [BITS-1:0] out3,
    output wire [BITS-1:0] out4,
    output wire [BITS-1:0] out5,
    output wire [BITS-1:0] out6,
    output wire [BITS-1:0] out7,
    output wire [BITS-1:0] out8,
    output wire [BITS-1:0] out9,
    output wire [BITS-1:0] out10,
    output wire [BITS-1:0] out11,
    output wire [BITS-1:0] out12,
    output wire [BITS-1:0] out13,
    output wire [BITS-1:0] out14,
    output wire [BITS-1:0] out15
);
    wire [BITS-1:0] sub0;
    wire [BITS-1:0] sub1;
    DEMUX8 #(.BITS(BITS)) subDemux0 (
        .addr(addr[2:0]),
        .in(sub0),
        .out0(out0),
        .out1(out1),
        .out2(out2),
        .out3(out3),
        .out4(out4),
        .out5(out5),
        .out6(out6),
        .out7(out7)
    );
    DEMUX8 #(.BITS(BITS)) subDemux1 (
        .addr(addr[2:0]),
        .in(sub1),
        .out0(out8),
        .out1(out9),
        .out2(out10),
        .out3(out11),
        .out4(out12),
        .out5(out13),
        .out6(out14),
        .out7(out15)
    );
    DEMUX2 #(.BITS(BITS)) subDemux2 (
        .addr(addr[3]),
        .in(in),
        .out0(sub0),
        .out1(sub1)
    );
endmodule
```
==> impl_metrics.py <==
# Auto-generated metrics
metrics = {
    "status": {
        "status": "finished, violations left",
        "violations": "setup timing",
    },
    "placed_design": {
        "globalplace.congestion": 0.892,
        "port-buffer-count": 548,
        "dpl.hpwl_um": 26800,
        "dp_slack_ps": -1150,
    },
    "floorplanning": {
        "die-area_sq_um": 51100,
        "die_h_um": 226,
        "initial_utilization": 0.0806,
        "dieWidth_um": 226,
        "rows": 75,
        "io_pins": 548,
        "core_area_sq_um": 41900,
    },
    "timing": {
        "setup_viol": 512,
        "worst_slew_pin_slew_ps": 336,
        "setup_ws_ps": -660,
        "rsz0062_at_grt": "true",
        "hold_viol": 0,
        "tns_ps": -211630,
        "maxSlewHeadroom": 0.776,
        "fmax_mhz": 568,
        "finalCritPeriodShare": 1.60,
        "period_minus_slack_ps": 1760,
        "slew_violations": 0,
    },
    "finish": {
        "ff_count": 0,
        "drive_above_1_share": 0.483,
        "nClkBuffers": 0,
        "regArea_sq_um": 0,
        "syn_to_final_growth_pct": 304,
    },
    "logic_synthesis": {
        "netlist_top_cells_count": "nor2_1, nand3b_1, buf_2",
        "ys_seq_share": 0,
        "ys_cells": 728,
        "synth.distinct_cells": 14,
        "syn_area_sq_um": 3380,
        "synth_top_cell_by_count": "nor2_1",
        "synth.area.top_cells": "nor2_1, nand3b_1, or3b_4, buf_2, nand3_1",
        "yosys.area.top_type_share": 0.560,
        "syn_avg_cell_area_sq_um": 4.64,
        "top_area_cell": "nor2_1",
        "yosys_warnings": 0,
        "synth_chip_area_sq_um": 3380,
        "syn_inst": 728,
    },
    "job": {
        "warnings": 35,
        "max-cap-violations": 0,
    },
    "route": {
        "drcViolationCount": 0,
        "drt_first_pass_iters": 7,
        "dr_total_vias": 8764,
        "drtAntennaViolNets": 0,
        "vias_per_cell": 4.17,
        "routed_wl_um": 44700,
        "routedWlPerCell_um": 21.3,
        "dr.first_iter.drc_count": 468,
    },
    "critical_path": {
        "path_cells": "clkbuf_16, buf_8, buf_4, nand3b_1, nor2_1, clkdlybuf4s50_1",
        "critPathArrivalTime_ps": 1540,
        "end_kind": "output pin",
        "worst_ep_required_time_ps": 880,
        "critical_path.max_stage_delay_ps": 500,
        "crit_path_start_kind": "input pin",
        "critPathBufInv": 4,
        "crit_family": "buffers and inverters",
        "worstPathMaxFanout": 6,
        "crit_type": "in -> out",
        "worst_path_max_delay_cell": "clkdlybuf4s50_1",
    },
    "global_route": {
        "grt_max_degree": 67,
        "grt_usage": 0.137,
        "grt_pass1_vias": 7911,
        "antenna_found_initial": 1,
        "grt_pass1_wl_um": 52900,
        "overflow": 0,
    },
    "power_and_ir_drop": {
        "powerDensity_nw_per_um2": 267,
        "peakVddDrop_v": 0.000142,
        "cellLeakagePower_nw": 8.10,
        "total_power_mw": 3.64,
    },
    "clock_tree": {
        "cts_hold_buf": 0,
    },
    "min_path": {
        "hp-class": "in -> out",
    },
}
[final cells by class]
class	instances	area [sq um]
Fill cell	4074	28300
Timing Repair Buffer	915	9210
Multi-Input combinational cell	645	3760
Tap cell	539	674
Antenna cell	2	5.00
[power by group]
group          switching [mW]  internal (mW)
Clock                       0   0.0000000645
Combinational            1.66           1.98
Sequential                  0              0
Total                    1.66           1.98
[tightest hold or removal path: stages]
cell and delay (ps):
clkbuf_2 130, nand3_2 150, nor2_1 50, buf_2 110
[placed cells by master (no fill, tap or decap), types with 5 or more instances in the layout]
| cell | n |
|---|---|
| clkbuf_2 | 70 |
| clkdlybuf4s50_1 | 140 |
| buf_16 | 25 |
| clkdlybuf4s15_1 | 20 |
| nand3b_1 | 64 |
| nand3_4 | 9 |
| buf_6 | 89 |
| nor2_4 | 39 |
| nand3_2 | 18 |
| buf_12 | 22 |
| buf_2 | 93 |
| nor2_2 | 115 |
| clkbuf_16 | 17 |
| dlygate4sd2_1 | 96 |
| buf_4 | 192 |
| or3b_4 | 32 |
| dlymetal6s2s_1 | 124 |
| buf_8 | 26 |
| nand3_1 | 5 |
| nor2_1 | 358 |
[logic make-up after synthesis]
kind of cell           Yosys count  share of synthesized area
buffers and inverters           84                      0.126
and+or+nand+nor                644                      0.874
[repair_timing]
| item | CTS | global route |
|---|---|---|
| cloned | 21 | 18 |
| endpoints found under the setup margin | 512 | 512 |
| gates resized | 568 | 563 |
| buffers inserted | 95 | 140 |
| pin swaps | 166 | 146 |
[path summary, 6_finish.rpt]
kind | start | end | slack, ps | depth (start not counted)
max | addr[0] | out10[30] | -660 | 6
min | in[6] | out9[6] | 880 | 4
[per-stage QoR]
step           instances  area [sq um]  hold WS [ps]   util
3_5_place_dp        1831         10100          1300  0.240
4_1_cts             1947         11500           887  0.275
5_1_grt             2100         13600           907  0.325
6_report            2101         13700           878  0.325
2_1_floorplan        728          3450           562      -
3_3_place_gp        1831         10100          1290  0.240
[routing by layer]
metal	routed length, um	vias up	global-route usage
met5	0	-	0
met4	1210	0	0.0375
met3	4730	63	0.0473
met2	20600	600	0.228
met1	18200	4152	0.165
li1	-	3949	-
